--- /design/flow/design.v ---
module GratherLess #(parameter WIDTH = 32)
						  (input logic [WIDTH-1:0] a, b,
						  output logic c);
assign c = (a < b) | (a > b);
endmodule 
--- /design/flow/run.sh ---
#!/bin/bash
# OpenROAD 26Q1-2900-gdf79404cd8, Yosys 0.63+post, stock flow scripts
make -C /OpenROAD-flow-scripts/flow DESIGN_CONFIG=/design/flow/config.mk WORK_HOME=/design/flow/orfs finish
--- /design/flow/config.mk ---
export PLATFORM = sky130hd
export DESIGN_NAME = GratherLess
export DESIGN_NICKNAME = GratherLess
export VERILOG_FILES = /design/flow/design.v
export SDC_FILE = /design/flow/constraint.sdc
export NUM_CORES = 4
export LEC_CHECK = 1
export CORE_AREA = 10 10 71 71
export DIE_AREA = 0 0 81 81
--- /design/flow/constraint.sdc ---
current_design GratherLess

set clk_period 3.3
set clk_io_pct 0.2

create_clock -name clk0 -period $clk_period

set non_clock_inputs [all_inputs -no_clocks]
set_input_delay [expr $clk_period * $clk_io_pct] -clock clk0 $non_clock_inputs
set_output_delay [expr $clk_period * $clk_io_pct] -clock clk0 [all_outputs]
==> impl_metrics.env <==
# implementation run metrics
export IMPL_syn_area_per_cell_um2=7.38
export IMPL_required_ns=2.64
export IMPL_ant_nets=0
export IMPL_post_cts_buffers=0
export IMPL_max_freq_mhz=317
export IMPL_first_global_vias=1065
export IMPL_worstMarginPinSlew_ns=0.217
export IMPL_holdPathStages=8
export IMPL_gp_congestion=0.796
export IMPL_finalHoldViolCount=0
export IMPL_place_area_um2=1590
export IMPL_die_y_um=81
export IMPL_post_drt_wl_per_cell_um=11.1
export IMPL_core_um2=3630
export IMPL_synthCells=108
export IMPL_min_period_ns=3.16
export IMPL_regArea_um2=0
export IMPL_cap_violations=0
export IMPL_worstPathMaxFanout=2
export IMPL_yosys_area_um2=797
export IMPL_syn_area_um2=797
export IMPL_fillers=347
export IMPL_die_w_um=81
export IMPL_hold_path_endpoint="c"
export IMPL_drv_slew=0
export IMPL_rsz0062_at_grt="no"
export IMPL_relSlewSlack=0.854
export IMPL_cts_hold_buf=0
export IMPL_overflow=0
export IMPL_syn_to_final_growth_pct=102
export IMPL_status="finished clean"
export IMPL_synth_cell_types=17
export IMPL_final_area_um2=1610
export IMPL_num_io_pins=65
export IMPL_common_cells="ha_1, inv_1, a21oi_1"
export IMPL_finalCritPeriodShare=0.957
export IMPL_power_density_nw_per_um2=113
export IMPL_synth_seq_share=0
export IMPL_grt_pass1_wl_mm=4.40
export IMPL_vias=954
export IMPL_setup_tns_final_ns=0
export IMPL_dp_slack_ns=-0.335
export IMPL_seq_cells=0
export IMPL_drc=0
export IMPL_netlist_top_cell_by_area="ha_1"
export IMPL_hold_class="in -> out"
export IMPL_crit_path_end_kind="primary output"
export IMPL_grt_use_total=0.0783
export IMPL_antenna_found_initial=0
export IMPL_yosysTopAreaCellShare=0.502
export IMPL_dieArea_um2=6560
export IMPL_area_leaders="ha_1, inv_1, a21oi_1"
export IMPL_dr_first_iter_drc_count=4
export IMPL_irDropWorstVdd_uv=41.0
export IMPL_row_count=22
export IMPL_fin_ws_ns=0.143
export IMPL_port_buffers=65
export IMPL_critPathArrivalTime_ns=2.50
export IMPL_ys_cells=108
export IMPL_cp_start_kind="primary input"
export IMPL_nClkBuffers=0
export IMPL_wl_mm=2.57
export IMPL_tool_warnings=32
export IMPL_leakage_nw=0.790
export IMPL_hold_start="b[23]"
export IMPL_diodes=0
export IMPL_ys_warn_count=0
export IMPL_drtPass1Iterations=2
export IMPL_dp_hpwl_mm=2.45
export IMPL_fp_util=0.219
export IMPL_viasPerCell=4.11
export IMPL_setup_viol=0
export IMPL_grt_max_degree=4
export IMPL_crit_type="in -> out"
export IMPL_drive_above_1_share=0.109
## final cells by class
type | instances | area [um^2] | share of cell area
Tap cell | 48 | 60.1 | 0.0373
Multi-Input combinational cell | 76 | 702 | 0.436
Inverter | 32 | 120 | 0.0746
Timing Repair Buffer | 76 | 728 | 0.452
## how the worst max path moves through the flow
stage / from / slack, ns / endpoint
after CTS: b[13] / 0.06 / c
after global routing: b[6] / 0.04 / c
final: b[6] / 0.14 / c
## kinds of logic (layout without fill, tap and decap cells)
group                      Yosys count  in the layout  synth area share
AOI/OAI and AO/OA                   22             22             0.188
adders and majority gates           32             32             0.502
buffers and inverters               32            108             0.151
and+or+nand+nor                     22             22             0.159
## critical path: stages
cell and delay [ns]:
clkdlybuf4s50_1 0.46, inv_1 0.04, ha_1 0.28, buf_4 0.10
nand4_1 0.12, or4_1 0.52, nor2_1 0.12, o41ai_2 0.08
buf_2 0.12
## metal layers
| layer | vias to the layer above | part of all wire | global-route usage |
|---|---|---|---|
| li1 | 534 | - | - |
| met1 | 384 | 0.41 | 0.0929 |
| met2 | 36 | 0.44 | 0.132 |
| met3 | 0 | 0.15 | 0.0401 |
| met4 | 0 | 0 | 0 |
| met5 | - | 0 | 0 |
## power by group
part | total, mW | switching [mW] | internal, mW | leakage, nW
Clock | 0 | 0 | 0 | 0
Sequential | 0 | 0 | 0 | 0
Combinational | 0.182 | 0.0604 | 0.121 | 0.790
## what timing repair did
| action | CTS | global route |
|---|---|---|
| gates resized | 4 | 3 |
| setup endpoints to repair | 1 | 1 |
| pin swaps | 0 | 3 |
| hold endpoints to repair | 0 | 0 |
## per-stage QoR
stage                     utilization  std cells  hold WS (ns)  power, mW
after floorplan                     -        108          1.70     0.0702
after global placement          0.438        232          2.65      0.177
after detailed placement        0.438        232          2.65      0.178
after CTS                       0.437        232          2.34      0.181
after global routing            0.443        232          2.36      0.207
final                           0.443        232          2.29      0.182
## cells in the final DEF, fill, tap and decap left out, types with 2 or more instances in the layout
master / instances
a22oi_2: 2
nand2_1: 6
inv_1: 32
a21oi_2: 2
or4_1: 2
a21oi_1: 10
clkdlybuf4s50_1: 64
buf_4: 11
nand3_1: 2
o21a_1: 2
ha_1: 31
nand4_1: 8
o22ai_1: 3
No activity file was given, so power comes from the tool's default toggle rates.
