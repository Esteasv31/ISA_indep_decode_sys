File: flow/constraint.sdc
current_design ANDModule

set clk_period 2.4
set clk_io_pct 0.2

create_clock -name clk0 -period $clk_period

set non_clock_inputs [all_inputs -no_clocks]
set_input_delay [expr $clk_period * $clk_io_pct] -clock clk0 $non_clock_inputs
set_output_delay [expr $clk_period * $clk_io_pct] -clock clk0 [all_outputs]
File: flow/config.mk
export PLATFORM = sky130hd
export DESIGN_NAME = ANDModule
export DESIGN_NICKNAME = ANDModule
export VERILOG_FILES = /design/flow/design.v
export SDC_FILE = /design/flow/constraint.sdc
export NUM_CORES = 4
export LEC_CHECK = 1
export CORE_AREA = 10 10 71 71
export DIE_AREA = 0 0 81 81
File: flow/run.sh
#!/bin/bash
# OpenROAD 26Q1-2900-gdf79404cd8, Yosys 0.63+post, stock flow scripts
make -C /OpenROAD-flow-scripts/flow DESIGN_CONFIG=/design/flow/config.mk WORK_HOME=/design/flow/orfs finish
File: flow/design.v
module ANDModule #(parameter WIDTH = 32)
				(input logic [WIDTH-1:0] a, b,
				output logic c);
assign c = a == b;
endmodule 
==> out/results.txt <==
status -> completed
Slew Limit Headroom -> 0.814
Core Region -> 3630 sq um
Critical Path Source -> b[28]
Critical Path AT -> 1.77 ns
synthesized area per cell -> 8.06 sq um
Max VDD drop -> 0.0000446 V
Comb area -> 359 sq um
initial drt markers -> 2
top-count cell post-synth -> xor2_1
crit path to -> c
Sum Neg Setup Slack -> 0 ns
Slew Viols, Final -> 0
Rows -> 22
total number of vias -> 545
Routed Antenna Nets -> 0
Mapped Area -> 347 sq um
IO buf count -> 65
Vias/cell -> 3.47
crit path capture type -> output port
I/O pins -> 65
Worst-Margin Slew -> 0.277 ns
total setup buffers inserted after CTS -> 0
Pleak -> 0.000403 uW
Place WS -> -0.375 ns
GRT Overall Usage -> 0.0531
Ys Warns -> 0
drt total wl -> 1800 microns
grt ovf -> 0
Initial Util -> 0.0954
minimum clock period -> 2.25 ns
Chip Height -> 81 microns
cycle use final -> 0.937
Top-area cell share -> 0.809
Reg area -> 0 sq um
WP data required -> 1.92 ns
crit path launch type -> input port
Die ar. -> 6560 sq um
cell taking the most area after synthesis -> xor2_1
Post-Synthesis Cells -> 43
worst min-delay path class -> in -> out
vias in the first global route -> 625
Commonest cells post-synth -> xor2_1, nor4_1, nand4_1, nor2_1
drt wl/cell -> 11.5 microns
clk_buf instances -> 0
Power Density -> 148 nW/um^2
# setup viols final -> 0
placed insts -> 158
first-pass GRT wire length -> 2820 microns
diode count -> 0
DRC Markers -> 0
Cell Type Count -> 4
dpl cell area -> 1070 sq um
number of max-cap violations -> 0
dpl hpwl -> 1780 microns
endpoints failing hold -> 0
Die Wd -> 81 microns
maximum clock rate -> 445 MHz
final setup margin -> 0.151 ns
drt pass-1 iters -> 2
Finished Layout Cells -> 157
largest net degree at the start of global routing -> 2
yosys cell count -> 43
Filler Cells Inserted -> 395
initial antenna violation count -> 0
tool warnings -> 32
Setup CP Type -> in -> out
Top cells by area -> xor2_1, nor4_1, nand4_1
crit-path max FO -> 1
Hold WS -> 1.76 ns
register share after synthesis -> 0
Chip Area, Yosys -> 347 sq um
final non-filler cell area -> 1070 sq um
Layout area overhead -> 209%
GP Congestion -> 0.883
share of layout cells above drive strength 1 -> 0.0367
flip-flops -> 0
setup repair after global routing missed its margin -> false
metrics by stage:
stage / total power (uW) / util
global placement: 157 / 0.295
floorplan: 37.7 / -
global route: 173 / 0.295
detailed placement: 159 / 0.295
finish: 159 / 0.295
CTS: 162 / 0.296
worst min-delay path by stage:
stage,cells after the start,endpoint,start
after CTS,6,c,a[20]
after global routing,6,c,a[20]
final,6,c,a[20]
cell families (layout without fill, tap and decap cells):
logic type,count (synthesis),count (layout),share of synthesized area
xor gates and xnor gates,32,32,0.809
buffers and inverters,0,66,0
and+or+nand+nor,11,11,0.191
layer usage:
layer  part of all wire  global-route usage
met5                  0                   0
met4              0.012             0.00692
met3               0.15              0.0301
met2               0.50              0.0876
met1               0.34              0.0602
worst max-delay path, stage by stage:
cell	delay (ns)
clkdlybuf4s50_1	0.42
xor2_1	0.16
nor4_1	0.28
buf_4	0.15
nand4_1	0.07
nor2_1	0.10
clkbuf_2	0.10
area by class of cell:
type,instances,area share
multi-input combinational,43,0.335
tap,48,0.0560
timing repair buffer,66,0.609
power by group:
part	switching (uW)	internal, uW
clock network	0	0
logic	42.0	117
registers	0	0
cell usage in the layout (no fill, tap or decap):
cell	n
nor4_1	6
nor2_1	1
nor4_2	2
clkdlybuf4s50_1	64
nand4_1	2
xor2_1	32
clkbuf_2	1
buf_4	1
what timing repair did:
action	CTS	global route
hold buffers	0	0
resized	3	2
endpoints found under the setup margin	1	1
pin swaps	3	2
Power is estimated from default activity; no workload was simulated.
